`/design/flow/run.sh`:
```
#!/bin/bash
# OpenROAD 26Q1-2900-gdf79404cd8, Yosys 0.63+post, stock flow scripts
make -C /OpenROAD-flow-scripts/flow DESIGN_CONFIG=/design/flow/config.mk WORK_HOME=/design/flow/orfs finish
```
`/design/flow/config.mk`:
```
export PLATFORM = sky130hd
export DESIGN_NAME = divider
export DESIGN_NICKNAME = divider
export VERILOG_FILES = /design/flow/design.v
export SDC_FILE = /design/flow/constraint.sdc
export NUM_CORES = 4
export LEC_CHECK = 1
export CORE_UTILIZATION = 50
export SYNTH_HDL_FRONTEND = slang
```
`/design/flow/constraint.sdc`:
```
current_design divider

set clk_period 6.6
set clk_io_pct 0.2

create_clock -name clk0 -period $clk_period [get_ports {clk}]

set non_clock_inputs [all_inputs -no_clocks]
set_input_delay [expr $clk_period * $clk_io_pct] -clock clk0 $non_clock_inputs
set_output_delay [expr $clk_period * $clk_io_pct] -clock clk0 [all_outputs]
```
`/design/flow/design.v`:
```
`timescale 1ns/1ps
module divider(
		clk,
		rst,
		load,
		n,
		d,
		q,
		r,
		ready
	);
	parameter WIDTH_N = 16;
	parameter WIDTH_D = 16;
	input 					clk;
	input					rst;
	input					load;
	input	[WIDTH_N-1:0]	n;
	input	[WIDTH_D-1:0]	d;
	output	[WIDTH_N-1:0]	q;
	output  [WIDTH_D-1:0]	r;
	output 					ready;
	localparam 	S_IDLE = 2'b00,
				S_COMP = 2'b01,
				S_DONE = 2'b10;
	reg [4:0] regCompCount;
	reg [1:0] regState;
	reg [WIDTH_D-1:0] regDivisor;
	reg [WIDTH_N-1:0] regDividend;
	reg [WIDTH_N-1:0] regQuotient;
	reg [WIDTH_D-1:0] regRemainder;
	reg [7:0] nextCompCount;
	reg [1:0] nextState;
	wire [WIDTH_D-1:0] wireDiff;
	reg  miniQuotient;
	reg  [WIDTH_N-1:0] nextRemainder;
	always @ (posedge clk) begin
		if (rst == 1'b1) begin
			regDividend <= {(WIDTH_N){1'b0}};
		end
		else begin
			if (regState == S_IDLE && load == 1'b1) begin
				regDividend <= n;
			end
			else if (regState == S_COMP) begin
				regDividend[WIDTH_N-1:0] <= {regDividend[WIDTH_N-2:0], 1'b0};
			end
		end
	end 
	always @ (posedge clk) begin
		if (rst == 1'b1) begin
			regDividend <= {(WIDTH_N){1'b0}};
		end
		else begin
			if (regState == S_IDLE && load == 1'b1) begin
				regQuotient <= 0;
			end
			else if (regState == S_COMP) begin
				regQuotient[WIDTH_N-1:0] <= {regQuotient[WIDTH_N-2:0], miniQuotient};
			end
		end
	end 
	always @ (*) begin
		miniQuotient = 0;
		nextRemainder = 0;
		if (wireDiff < regDivisor) begin
			miniQuotient = 1'b0;
			nextRemainder = wireDiff;
		end
		else begin
			miniQuotient = 1'b1;
			nextRemainder = wireDiff - regDivisor;
		end
	end
	 always @(posedge clk) begin
	 	if(rst == 1'b1) begin
	 		 regRemainder <= 0;
	 		 regDivisor <= 0;
	 	end 
	 	else begin
	 		if (regState == S_COMP) begin
	 			regRemainder <= nextRemainder;
	 		end
	 		else if (regState == S_IDLE && load == 1'b1) begin
	 			regRemainder <= 0;
	 		end
	 		if (regState == S_IDLE && load == 1'b1) begin
	 			regDivisor <= d;
	 		end
	 	end
	 end
	  assign wireDiff [WIDTH_D-1:0] = {regRemainder[WIDTH_D-2:0], regDividend[WIDTH_N-1]};
	  assign ready = (regState == S_DONE || regState == S_IDLE) ? 1'b1 : 1'b0;
	  assign r = regRemainder;
	  assign q = regQuotient;
	  always @(posedge clk) begin
	  	if(rst) begin
	  		 regState <= S_IDLE;
	  		 regCompCount <= 0;
	  	end 
	  	else begin
	  		case (regState)
	  			S_IDLE: begin
	  				if (load == 1'b1) begin
	  					regState <= S_COMP;
	  					regCompCount <= 0;
	  				end
	  			end
	  			S_COMP: begin
	  				if (regCompCount == (WIDTH_N-1)) begin
	  					regState <= S_DONE;
	  				end
	  				regCompCount <= regCompCount + 1;
	  			end
	  			default: begin
	  				regState <= S_IDLE;
	  			end
	  		endcase
	  	end
	  end
endmodule
```
==> flow_summary.json <==
{
  "ctsHtreeMaxLevel": 2,
  "core_area_um2": 5886,
  "yosys_cells": 357,
  "placed_area_um2": 3607,
  "grt_pass1_vias": 2219,
  "synth_cell_types": 50,
  "setup.worst_path.start": "load",
  "setup_viol": 0,
  "clk_pin_slew_ps": 100,
  "netlist_area_um2": 3042,
  "cts_buffers": 5,
  "critPathCapture": "r[13]$_SDFFE_PP0N_",
  "p_total_mw": 1.918,
  "min_path_type": "reg2reg",
  "ant_nets": 0,
  "end_kind": "flop",
  "cp-start-kind": "primary input",
  "track_usage_pct": 21.40,
  "rr_worst_depth": 8,
  "rsz0062_at_grt": "no",
  "die_x_um": 80.00,
  "antenna_found_initial": 0,
  "drc": 0,
  "ir_drop_v": 0.0003796,
  "skew_ps": 6.587,
  "yosys_warnings": 17,
  "grt_pass1_wl_um": 10360,
  "postSynth.asyncResetShare_pct": 0,
  "design_area_um2": 3729,
  "post_cts_buffers": 0,
  "register_area_um2": 1281,
  "min_period_ps": 2995,
  "slew_viol_final": 0,
  "status": "finished, final reports clean",
  "grt_max_degree": 34,
  "clock_path_buffers": 2,
  "cts_sinks": 56,
  "io_buffers": 51,
  "antennaDiodeCount": 0,
  "syn_to_final_growth_pct": 22.58,
  "num_rows": 28,
  "warning_count": 42,
  "utilization_pct": 63.35,
  "gp_congestion": 0.8666,
  "cts_tree": "done",
  "die_area_um2": 6399,
  "viasPerCell": 5.265,
  "fin_setup_tns_ps": 0,
  "ys_area_um2": 3042,
  "fmax_ghz": 0.3338,
  "ys.flops": 56,
  "drt_iter0_drc": 145,
  "powerDensity_nw_per_um2": 514.5,
  "die_h_um": 80.00,
  "postSynthCellCount": 357,
  "tightest_slew_ps": 746.9,
  "io_pins": 68,
  "hold_viol_final": 0,
  "relSlewSlack_pct": 50.11,
  "syn_avg_cell_area_um2": 8.520,
  "fp_util_pct": 51.68,
  "path_class": "in2reg",
  "regToRegSetupSlack_ps": 3830,
  "overflow": 0,
  "clockRootBuffer": "clkbuf_8",
  "dr.pass1.iters": 4,
  "avgRoutedWirePerCell_um": 12.96,
  "cts-resized-gates": 0,
  "worstReg2RegStart": "regDivisor[0]$_SDFFE_PP0P_",
  "drive_above_1_share_pct": 5.185,
  "cts_hold_buffers": 0,
  "arrival_ps": 3190,
  "fillers": 509,
  "hold_ws_ps": 453.1,
  "logic_area_um2": 1617,
  "postSynthSeqShare_pct": 42.12,
  "edf_count": 16,
  "cp_max_fo": 19,
  "clock_latency_ps": 300,
  "r2r-end": "r[13]$_SDFFE_PP0N_",
  "final.period_utilization_pct": 45.39,
  "routed_wl_um": 6221,
  "drv_cap": 0,
  "via_count": 2527,
  "hpwl_um": 4445,
  "power.leakage_nw": 1.466,
  "ys.flop_type": "dfxtp_1",
  "required_ps": 6800
}
[worst min path at each step]
stage	startpoint	endpoint	slack, ps	depth (start not counted)
final	r[15]$_SDFFE_PP0N_	r[15]$_SDFFE_PP0N_	450	2
after global routing	regDivisor[11]$_SDFFE_PP0P_	regDivisor[11]$_SDFFE_PP0P_	480	2
after CTS	r[15]$_SDFFE_PP0N_	r[15]$_SDFFE_PP0N_	460	2
[stage by stage]
stage                     setup WS, ps  cells
after global placement            3295    472
after floorplan                   3745    357
after detailed placement          3268    472
after global routing              3423    480
after CTS                         3599    480
final                             3605    480
[cells by family after synthesis]
logic type / count (synthesis) / synth area share, %
xor+xnor: 10 / 2.879
flops: 56 / 42.12
fa+ha+maj: 18 / 7.651
simple gates: 134 / 20.61
mux: 8 / 2.674
buf+inv: 35 / 4.731
compound gates: 96 / 19.33
[power by group]
group	leakage (nW)	internal, mW	switching (mW)	total (mW)
combinational	0.926	0.557	0.657	1.21
sequential	0.479	0.418	0.0522	0.470
clock	0.0614	0.124	0.110	0.234
total	1.47	1.10	0.819	1.92
[cell usage after synthesis, types with 3 or more instances]
cell	number	share of area [%]
mux2i_1	7	2.3
nand3_1	3	0.49
and2_1	18	3.7
o21ai_0	14	2.3
edfxtp_1	16	16
a22oi_1	3	0.74
o21ai_1	14	2.3
dfxtp_1	40	26
xor2_1	5	1.4
ha_1	17	7.0
inv_1	20	2.5
nand2_1	68	8.4
nor3_1	5	0.82
clkbuf_1	10	1.2
a21o_1	9	2.2
nor2_1	21	2.6
a21oi_1	34	5.6
a211oi_1	3	0.74
xnor2_1	5	1.4
nand2b_1	5	1.0
a31oi_1	3	0.62
and3_1	5	1.0
[worst max-delay path: stages]
cell and delay (ps):
clkdlybuf4s50_1 480, and2_1 570, nor3_1 90, buf_4 230, nand2_1 80, o21ai_1 50
or3b_1 360
[layout by cell type (no fill, tap or decap), types with 2 or more instances in the layout]
cell type,count
and3_1,5
edfxtp_1,16
o21a_1,2
nor2_1,21
or2_2,2
buf_4,4
dfxtp_1,40
clkdlybuf4s50_1,51
a31oi_1,3
and2_1,18
nand2_1,68
xor2_1,5
xnor2_1,5
a22oi_1,3
clkbuf_8,6
a21oi_1,34
nand3_1,3
o31ai_1,2
a21o_1,9
inv_1,20
mux2i_1,7
a211oi_1,3
o21ai_0,14
nand2b_1,5
nor3_1,5
ha_1,17
o21ai_1,14
[layer usage]
| layer | global-route usage [%] | vias up | part of all wire [%] |
|---|---|---|---|
| li1 | - | 1334 | - |
| met1 | 35.07 | 1152 | 51 |
| met2 | 32.91 | 34 | 45 |
| met3 | 2.552 | 7 | 2.7 |
| met4 | 1.964 | 0 | 1.0 |
| met5 | 0 | - | 0 |
[area by class of cell]
class	count	share of cell area [%]
multi-input cells	266	43.36
flip-flops and latches	56	34.36
repair buffers	55	14.50
well taps	75	2.517
clock buffers	6	2.215
inverters	20	2.013
clock inverters	2	1.040
[state kept, by name, indices dropped and copies added (netlist names)]
signal and cells:
regDivisor 16, q 16, regState 3, r 16, regCompCount 5
Power figures rest on the tool's default switching activity, not on a simulated workload.
